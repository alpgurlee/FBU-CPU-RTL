==> flow/design.v <==
`timescale 1ns / 1ps
module FBCPU #(
    parameter ADDRESS_WIDTH = 6,
    parameter DATA_WIDTH = 10
)(
    input clk, 
    input rst, 
    output reg [DATA_WIDTH-1:0] MDRIn, 
    output reg RAMWr, 
    output reg [ADDRESS_WIDTH-1:0] MAR, 
    input [DATA_WIDTH-1:0] MDROut, 
    output reg [5:0] PC
);
reg [DATA_WIDTH - 1:0] IR, IRNext;
reg [5:0] PCNext;
reg [9:0] ACC, ACCNext;
reg [2:0] durum, durumNext;
always@(posedge clk) begin
    durum       <= #1 durumNext;
    PC          <= #1 PCNext;
    IR          <= #1 IRNext;
    ACC         <= #1 ACCNext;
end
always@(*) begin
    durumNext   = durum;
    PCNext      = PC;
    IRNext      = IR;
    ACCNext     = ACC;
    MAR         = 0;
    RAMWr       = 0;
    MDRIn       = 0;
    if(rst) begin
        durumNext   = 0;
        PCNext      = 0;
        MAR         = 0;
        RAMWr       = 0;
        IRNext      = 0;
        ACCNext     = 0;
        MDRIn       = 0;
    end else begin
        case(durum)
            0: begin
                MAR = PC;
                RAMWr = 0;
                durumNext = durum + 1;
            end
            1: begin
                IRNext = MDROut;
                PCNext = PC + 1;
                durumNext = durum + 1;
            end
            2: begin 
                if(IR[9:6] < 6) begin
                    MAR = IR[5:0];
                    durumNext = 3;
                end else if(IR[9:6] ==  6) begin
                    PCNext = IR[5:0];
                    durumNext = 0;
                end else if(IR[9:6] == 7) begin
                    if(ACC == 0) begin
                        PCNext = IR[5:0];
                    end
                    durumNext = 0;
                end else if(IR[9:6] == 8) begin
                    durumNext = 0;
                end else if(IR[9:6] == 9) begin
                    durumNext = 4;
                end
            end           
            3: begin 
				durumNext = 0;
				RAMWr = 0;
				MAR = 0;
				if (IR[9:6]==0)begin
					ACCNext=MDROut;
				end else if(IR[9:6]==1) begin
					MAR=IR[5:0];
					RAMWr=1;
					MDRIn=ACC;
				end else if (IR[9:6]==2) begin
					ACCNext=ACC+MDROut;
				end else if (IR[9:6]==3) begin
					ACCNext=ACC-MDROut;
				end else if (IR[9:6]==4) begin
					ACCNext=ACC*MDROut;
				end else if (IR[9:6]==5) begin
				end														
            end
            4: begin
            end
        endcase
    end
end
endmodule
==> flow/run.sh <==
#!/bin/bash
# OpenROAD 26Q1-2900-gdf79404cd8, Yosys 0.63+post, stock flow scripts
make -C /OpenROAD-flow-scripts/flow DESIGN_CONFIG=/design/flow/config.mk WORK_HOME=/design/flow/orfs finish
==> flow/config.mk <==
export PLATFORM = sky130hd
export DESIGN_NAME = FBCPU
export DESIGN_NICKNAME = FBCPU
export VERILOG_FILES = /design/flow/design.v
export SDC_FILE = /design/flow/constraint.sdc
export NUM_CORES = 4
export LEC_CHECK = 1
export CORE_UTILIZATION = 40
==> flow/constraint.sdc <==
current_design FBCPU

set clk_period 9.8
set clk_io_pct 0.2

create_clock -name clk0 -period $clk_period [get_ports {clk}]

set non_clock_inputs [all_inputs -no_clocks]
set_input_delay [expr $clk_period * $clk_io_pct] -clock clk0 $non_clock_inputs
set_output_delay [expr $clk_period * $clk_io_pct] -clock clk0 [all_outputs]
==> results.toml <==
# physical design summary
[outcome]
status = "finished, final reports clean"

[timing]
setup_violations = 0
fmax_mhz = 151.3
slew_violations = 0
relSlewSlack = 0.5577
period_minus_slack_ps = 6610
setup_tns_ps = 0
final-hold-violation-count = 0
finClkSkew_ps = 4.886
worst_slew_pin_slew_ps = 657.8
rsz0062_at_grt = "no"
finalCritPeriodShare = 0.6745

[synth]
top_area_cell = "ha_1"
synth_dominant_cell_count = "nand2_1"
syn_area_per_cell_um2 = 7.514
yosys_area_mm2 = 0.003870
synthTopCellsByCount = "76 x nand2_1, 49 x nor2_1, 48 x ha_1, 48 x inv_1, 40 x a21oi_1"
ys_warn_count = 1
synth_cells = 515
postSynthSeqShare = 0.1500
synth_top_area_share = 0.1552
ys.flops = 29
synth-edff-count = 0
synthDistinctLibCells = 49
synth.area.top_cells = "ha_1 16%, dfxtp_1 15%, fa_1 12%"
ys_async_sr_fraction = 0
yosys-stat-cells = 515
synth_area_mm2 = 0.003870
flop_cell = "dfxtp_1"

[setup_path]
cp-end-kind = "flip-flop"
crit_start = "MDROut[1]"
path_delay_family = "adder cells"
cp_cell_sequence = "clkdlybuf4s50_1, nand2_1, fa_1, inv_1, ha_1, ha_1, inv_1, fa_1, inv_1, fa_1, ha_1, o21ai_0, nor2_1, or2_2, or3_1, a31oi_1, xnor2_1, o21ai_0, o22ai_1"
worstSetupPathDepth = 19
crit_type = "in -> reg"
cp_max_fo = 11
path_buffers = 4
start_kind = "input pin"
required_ps = 9950
slowest_delay_ps = 830
crit_slowest_cell = "clkdlybuf4s50_1"
r2r_start = "ACC[1]"
cp.arrival_ps = 6760
r2r_cells = 18

[worst_hold_path]
hold_depth = 2
min_path_type = "reg -> reg"
min_from = "IR[3]"

[pwr]
powerDensity_mw_per_mm2 = 152.0
comb_power_share = 0.561
p_sw_frac = 0.4755
internal_power_uw = 353.6
p_seq_frac = 0.275
clockPowerShare = 0.163
ir_drop_mv = 0.1235
netSwitchingPower_uw = 320.5
leakage_uw = 0.001929

[placement]
portBuffers = 34
place_inst = 662
dp_hpwl_um = 8003
gp_congestion = 0.9563

[cells_and_area]
drive_above_1_share = 0.04067
fin_cells = 670
area_growth_pct = 14.61

[grt]
grt_pass1_vias = 3344
grt-ovfl-total = 0
grt_max_degree = 33
antenna_found_initial = 0
grt_pass1_wl_um = 17350
track_usage = 0.2284

[route]
n_antenna_cell = 0
viasPerCell = 5.370
route.detailed.drc = 0
dr.first_iter.drc_count = 211
first_pass_iters = 5
wire_per_inst_um = 15.76
wl_um = 10560
num_vias = 3598
ant_nets = 0

[floorplan]
die_w_um = 100.4
ios = 35
core_mm2 = 0.009328
die_h_um = 100.4
fp_util = 0.4149
chip_area_mm2 = 0.01007
fp-row-count = 35

[clocking]
root_buffer = "clkbuf_8"
post_cts_buffers = 0
cts_tree = "built"
cts.sinks = 29
cts_max_path_buffers = 2
insertion_delay_ps = 280
cts_resized = 0
numCtsBuffers = 5
clkTransAtPathRegs_ps = 60
htree_levels = 2
ctsHoldBuffers = 0

[flow_run]
warnings = 37
drv_cap = 0
-- flip-flops by register name, indices dropped and copies added, names as in the netlist --
name	flops
durum	3
PC	6
ACC	10
IR	10
-- placed cells by master (no fill, tap or decap), types with 10 or more instances in the layout --
master            n
a211oi_1         10
a21oi_1          40
and2_1           18
clkdlybuf4s50_1  34
dfxtp_1          29
fa_1             24
ha_1             48
inv_1            48
nand2_1          76
nor2_1           49
o21ai_0          19
xnor2_1          25
-- metal layers --
layer | up-vias | share of wire | track usage
li1 | 1796 | - | -
met3 | 14 | 0.062 | 0.04816
met1 | 1682 | 0.51 | 0.3661
met5 | - | 0 | 0
met2 | 106 | 0.42 | 0.3330
met4 | 0 | 0.013 | 0.02341
-- kinds of logic (layout without fill, tap and decap cells) --
kind of cell	count (synthesis)	count (layout)	share of synthesized area
simple gates	186	186	0.2173
compound gates	125	125	0.2092
fa+ha+maj	72	72	0.2793
buf+inv	71	97	0.07145
xor+xnor	31	31	0.07016
flops	29	29	0.1500
mux	1	1	0.002587
-- worst min-delay path: stages, from the launching register on --
cell and delay, ps:
dfxtp_1 330, nand2_1 60, a21oi_1 50
-- worst paths after layout --
check	to	slack, ps
hold reg to reg	IR[3]	490
setup / recovery	ACC[9]	3190
hold / removal	IR[3]	490
setup reg to reg	ACC[9]	4890
-- power groups by stage --
stage | Sequential, µW | Clock (µW) | Combinational [µW]
global route | 192 | 120 | 430
finish | 186 | 110 | 378
CTS | 185 | 113 | 377
-- through the flow --
step | power [µW] | hold WS (ps) | setup WS, ps | cell area, µm² | util
finish | 674.2 | 487.1 | 3190 | 4436 | 0.4755
global route | 741.1 | 513.8 | 2970 | 4436 | 0.4755
CTS | 675.0 | 489.3 | 3190 | 4436 | 0.4755
detailed placement | 561.5 | 479.6 | 2913 | 4334 | 0.4647
global placement | 557.4 | 477.9 | 2974 | 4334 | 0.4647
floorplan | 455.8 | 450.0 | 3697 | 3870 | -
-- cell type report --
| class | instances | area, µm² |
|---|---|---|
| clock buffers | 7 | 96.34 |
| clock inverters | 1 | 5.005 |
| fillers | 912 | 4892 |
| inverters | 48 | 180.2 |
| multi-input cells | 415 | 3019 |
| flip-flops and latches | 29 | 580.6 |
| well taps | 129 | 161.4 |
| repair buffers | 41 | 392.9 |
No activity file was given, so power comes from the tool's default toggle rates.
