<file path="design/flow/design.v">
module blram(clk, rst, i_we, i_addr, i_ram_data_in, o_ram_data_out);
parameter SIZE = 6;
parameter DEPTH = 64;
parameter TEST_CASE = 1;
input clk; 
input rst;
input i_we;
input [SIZE-1:0] i_addr;
input [9:0] i_ram_data_in;
output reg [9:0] o_ram_data_out;
reg [9:0] memory[0:DEPTH-1];
always @(posedge clk) begin
  o_ram_data_out <= #1 memory[i_addr[SIZE-1:0]];
  if (i_we)
		memory[i_addr[SIZE-1:0]] <= #1 i_ram_data_in;
end 
initial begin
    if(TEST_CASE == 1) begin
	   memory[0] = 10'b0000_110010;  
memory[1] = 10'b0010_110011;  
memory[2] = 10'b0001_110100;  
memory[3] = 10'b1001_000000;  
memory[50] = 10'b0000_000101;  
memory[51] = 10'b0000_001010;  
	end else if(TEST_CASE == 2) begin
	   memory[0] = 10'b0000_110010;  
memory[1] = 10'b0100_110011;  
memory[2] = 10'b0001_110100;  
memory[3] = 10'b1001_000000;  
memory[50] = 10'b0000_000101;  
memory[51] = 10'b0000_001010;  
	end else if(TEST_CASE == 3) begin
	   memory[0]= 10'b0000_110011;  
memory[1]= 10'b0011_110001;  
memory[2]= 10'b0111_001010;  
memory[3]= 10'b0000_110000;  
memory[4]= 10'b0010_110010;  
memory[5]= 10'b0001_110000;  
memory[6]= 10'b0000_110001;  
memory[7]= 10'b0010_101110;  
memory[8]= 10'b0001_110001;  
memory[9]= 10'b0110_000000;  
memory[10]= 10'b0000_110000;  
memory[11]= 10'b0001_110100;  
memory[12]= 10'b1001_000000; 
memory[46]= 10'b1;  
memory[48]= 10'b0;  
memory[49]= 10'b0;  
memory[50]= 10'b0000000101;  
memory[51]= 10'b0000001010;  
	end
end 
endmodule
</file>
<file path="design/flow/run.sh">
#!/bin/bash
# OpenROAD 26Q1-2900-gdf79404cd8, Yosys 0.63+post, stock flow scripts
make -C /OpenROAD-flow-scripts/flow DESIGN_CONFIG=/design/flow/config.mk WORK_HOME=/design/flow/orfs finish
</file>
<file path="design/flow/config.mk">
export PLATFORM = sky130hd
export DESIGN_NAME = blram
export DESIGN_NICKNAME = blram
export VERILOG_FILES = /design/flow/design.v
export SDC_FILE = /design/flow/constraint.sdc
export NUM_CORES = 4
export LEC_CHECK = 1
export CORE_UTILIZATION = 40
</file>
<file path="design/flow/constraint.sdc">
current_design blram

set clk_period 15.6
set clk_io_pct 0.2

create_clock -name clk0 -period $clk_period [get_ports {clk}]

set non_clock_inputs [all_inputs -no_clocks]
set_input_delay [expr $clk_period * $clk_io_pct] -clock clk0 $non_clock_inputs
set_output_delay [expr $clk_period * $clk_io_pct] -clock clk0 [all_outputs]
</file>
==> flow_summary.yaml <==
# yosys + openroad results
detailed_routing:
  antenna_left: 0
  drt_pre_antenna_iters: 6
  wl_per_cell_um: 27.70
  totalWireLength_um: 66640
  vias_per_cell: 5.912
  drc_errors: 0
  first_iter_violations: 1011
  vias: 14230
setup_path:
  critical-path-max-stage-delay_ns: 0.61
  crit_path_top_delay_cell: "buf_4"
  critical_path_required_ns: 15.90
  worst_ep_arrival_time_ns: 6.85
  crit_chain: "buf_4 > buf_4 > buf_4 > nor2b_4 > buf_4 > buf_4 > nand2_1 > nor2_1 > buf_4"
  setup.worst_path.class: "input pin to flip-flop"
  endpoint_kind: "flip-flop"
  worst-path-buf-inv: 6
  destination_of_the_worst_register_to_register_timing_path: "o_ram_data_out[6]"
  worst_path_dominant_cell_family: "buffers and inverters"
  worst_r2r_startpoint: "memory[15][6]"
  r2r_setup_slack_ns: 13.17
  r2r.worst_path.cells: 5
  worst_setup_path_start_kind: "input pin"
  largest_driver_fanout_on_the_critical_path: 39
  worst_path_most_repeated_cell: "buf_4"
synth:
  ys_warn_count: 1
  netlist_logic_family_top: "AND-OR/OR-AND gates"
  post_synth.cell_area_avg_um2: 17.52
  yosys-stat-cells: 1430
  synthesized_cell_area_um2: 25050
  post_synth_num_cell_types: 54
  ys_chip_area_um2: 25050
  aoi_oai_family_share_of_the_synthesized_area_pct: 11.32
  ys_dominant_reg_cell: "edfxtp_1"
  cell_area_leaders: "edfxtp_1, a221oi_1, mux2i_1"
  sequential_element_share_of_the_synthesized_area_pct: 77.51
  synth-async-reset-ratio_pct: 0
  synth_adder_area_share_pct: 0
  portion_of_synthesized_cell_area_occupied_by_the_leading_cell_type_pct: 76.72
  postSynthCellCount: 1430
  yosys.area.top_type: "edfxtp_1"
  post_synth_tally_of_flip_flops_with_integrated_enable: 640
  xor_share_pct: 0
  yosys_register_bits: 650
  yosys-mux-area-fraction_pct: 5.419
  synthSimpleGateAreaFrac_pct: 3.431
hold_path:
  worstHoldEndpoint: "o_ram_data_out[5]"
  hold_depth: 3
  hold_start: "memory[16][5]"
  hp-class: "flip-flop to flip-flop"
timing:
  setup_viol: 0
  fmaxAchievable_mhz: 152.5
  finalCritPeriodShare_pct: 42.04
  final_max_slew_viol_count: 0
  finalHoldViolCount: 0
  finalWorstSetupSlack_ns: 9.042
  clock-skew-final_ns: 0.01740
  period_needed_ns: 6.558
  timing.setup.tns_ns: 0
  timing.slew.headroom_pct: 43.83
  tightestPinTransition_ns: 0.8403
  grt_setup_unrepaired: "false"
placed_design:
  preCtsSetupSlack_ns: 8.456
  routabilityCongestion: 0.9380
  placement.cell_area_um2: 26560
  io_buffer_count: 27
  place.detailed.hpwl_um: 38450
floorplanning:
  chip_area_um2: 63630
  fp-utilization_pct: 40.52
  die_h_um: 252.3
  core.rowCount: 91
  die-width_um: 252.3
  design.core.area_um2: 61830
  io_pins: 29
clock_tree:
  number_of_gates_resized_after_cts: 0
  cts_root_buffer: "clkbuf_16"
  clock_tree.buffer_depth: 3
  htree_num_levels: 3
  hold_fix_buffers_at_cts: 0
  cts_tree: "done"
  cts_post_setup_buffers_inserted: 0
  numClockSinks: 650
  insertion_delay_ns: 0.59
  tritoncts.num_buffers: 66
  clkSlewWorstSetupHoldPaths_ns: 0.06
grt:
  gr-usage-all-layers_pct: 23.24
  grt_max_degree: 95
  grt_antenna_before_repair: 0
  via_count_of_the_first_global_routing_pass: 14790
  globalRouteOverflowTotal: 0
  first_pass_grt_wire_length_um: 97430
pwr:
  power_leakage_nw: 9.133
  power.share.combinational_pct: 5.7
  finalPower_w: 0.003675
  cellPowerDensity_nw_per_um2: 128.3
  cellInternalPower_w: 0.002894
  switching_share_pct: 21.25
  vdd_drop_max_mv: 0.07039
  clock_power_share_pct: 41.6
  power.net_switching_w: 0.0007809
  p_seq_share_pct: 52.7
finish:
  post_route_cells_drive_above_1_share_pct: 17.22
  final_common_cell: "edfxtp_1"
  syn_to_final_growth_pct: 14.35
  layout_top_cells: "edfxtp_1, buf_4, a221oi_1"
  post-route-util_pct: 46.33
  post-route-cell-area_um2: 28650
flow_run:
  count_of_tool_warnings: 26
  drv_cap: 0
run_status:
  status: "complete, no violations"
flip-flops by register name (all words and copies together) (netlist names):
signal          count
memory            640
o_ram_data_out     10
cell type report:
| type | count | area, µm² |
|---|---|---|
| clock inverter | 31 | 279.0 |
| sequential | 650 | 19420 |
| antenna | 1 | 2.502 |
| tap | 837 | 1047 |
| timing repair buffer | 129 | 994.7 |
| inverter | 3 | 11.26 |
| fill | 5135 | 33180 |
| multi-input combinational | 668 | 5089 |
| clock buffer | 87 | 1804 |
cells in the mapped netlist, types with 5 or more instances:
master,number
clkbuf_1,37
mux2i_1,58
a22oi_1,65
a221oi_1,100
nand2_1,30
mux4_2,14
buf_6,6
or4_1,5
a221o_1,11
buf_1,10
edfxtp_1,640
nor2b_1,7
mux2_2,33
a211oi_1,13
o22a_1,22
o21ai_0,20
a311oi_1,9
a31oi_1,13
and3_1,9
buf_4,6
buf_2,48
dfxtp_1,10
nand3_1,13
or3_1,6
a21oi_1,30
a22o_1,10
nor3_1,6
o22ai_1,45
nor2_1,98
metrics by stage:
step | instances | hold slack [ns]
final | 2406 | 0.8380
after global routing | 2405 | 0.8970
after CTS | 2405 | 0.8431
after detailed placement | 2287 | 0.8213
after global placement | 2287 | 0.8334
after floorplan | 1430 | 0.5658
routing by layer:
layer	up-vias	GRT usage [%]	part of all wire (%)
met5	-	0.6178	0.077
met4	2	5.264	2.8
met3	119	14.97	15
met2	863	34.72	47
met1	7119	29.70	35
li1	6122	-	-
worst reg2reg max path: stages (launching register included):
cell and delay (ns):
edfxtp_1 0.36, a221oi_1 0.37, o22ai_1 0.21, a22o_1 0.32
nand3b_1 0.27, or4_1 0.72
worst max path at each step:
| stage | start | endpoint | slack, ns | cells after the start |
|---|---|---|---|---|
| CTS | i_addr[0] | memory[49][7] | 9.06 | 9 |
| finish | i_addr[0] | memory[49][7] | 9.04 | 9 |
| global route | i_addr[0] | memory[49][7] | 8.85 | 9 |
power by group through the flow:
stage	sequential, W	clock [W]	combinational, W
5_1_grt	0.00194	0.00161	0.000223
6_report	0.00194	0.00153	0.000208
4_1_cts	0.00194	0.00155	0.000208
cells by family (layout without fill, tap and decap cells):
group	count (synthesis)	after routing
flip-flops	650	650
buffers and inverters	112	250
multiplexers	109	109
AND/OR/NAND/NOR	189	189
AND-OR/OR-AND	370	370
other	0	1
Power is estimated from default activity; no workload was simulated.
